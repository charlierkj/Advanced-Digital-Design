File: config.mk
export PLATFORM = sky130hd
export DESIGN_NAME = simplified_sha256
export DESIGN_NICKNAME = simplified_sha256
export VERILOG_FILES = /design/flow/design.v
export SDC_FILE = /design/flow/constraint.sdc
export NUM_CORES = 4
export LEC_CHECK = 1
export CORE_UTILIZATION = 50
export SYNTH_HDL_FRONTEND = slang
File: constraint.sdc
current_design simplified_sha256

set clk_period 44.2
set clk_io_pct 0.2

create_clock -name clk0 -period $clk_period [get_ports {clk}]

set non_clock_inputs [all_inputs -no_clocks]
set_input_delay [expr $clk_period * $clk_io_pct] -clock clk0 $non_clock_inputs
set_output_delay [expr $clk_period * $clk_io_pct] -clock clk0 [all_outputs]
File: design.v
module simplified_sha256 (input logic clk, reset_n, start, 
									input logic[15:0] message_addr, output_addr,
									output logic done, mem_clk, mem_we,
									output logic [15:0] mem_addr,
									output logic [31:0] mem_write_data,
									input logic [31:0] mem_read_data);
  enum logic[2:0] {IDLE=3'b000, PREP1=3'b001, PREP2=3'b010, COMPUTE=3'b011, POST=3'b100, WRITE=3'b101, DONE=3'b110} state;
  logic [15:0] wc;  
  logic block;
  logic [15:0] t;
  logic [31:0] h[8];
  logic [31:0] w[16];
  logic [31:0] a, b, c, d, e, f, g, H;
  parameter int k[0:63] = '{
  32'h428a2f98,32'h71374491,32'hb5c0fbcf,32'he9b5dba5,32'h3956c25b,32'h59f111f1,32'h923f82a4,32'hab1c5ed5,
  32'hd807aa98,32'h12835b01,32'h243185be,32'h550c7dc3,32'h72be5d74,32'h80deb1fe,32'h9bdc06a7,32'hc19bf174,
  32'he49b69c1,32'hefbe4786,32'h0fc19dc6,32'h240ca1cc,32'h2de92c6f,32'h4a7484aa,32'h5cb0a9dc,32'h76f988da,
  32'h983e5152,32'ha831c66d,32'hb00327c8,32'hbf597fc7,32'hc6e00bf3,32'hd5a79147,32'h06ca6351,32'h14292967,
  32'h27b70a85,32'h2e1b2138,32'h4d2c6dfc,32'h53380d13,32'h650a7354,32'h766a0abb,32'h81c2c92e,32'h92722c85,
  32'ha2bfe8a1,32'ha81a664b,32'hc24b8b70,32'hc76c51a3,32'hd192e819,32'hd6990624,32'hf40e3585,32'h106aa070, 
  32'h19a4c116,32'h1e376c08,32'h2748774c,32'h34b0bcb5,32'h391c0cb3,32'h4ed8aa4a,32'h5b9cca4f,32'h682e6ff3,
  32'h748f82ee,32'h78a5636f,32'h84c87814,32'h8cc70208,32'h90befffa,32'ha4506ceb,32'hbef9a3f7,32'hc67178f2
  };
  function logic [31:0] rightrotate(input logic [31:0] x,
                                  input logic [7:0] r);
  begin
    rightrotate = (x >> r) | (x << (32-r));
  end
  endfunction
  function logic [255:0] sha256_op(input logic [31:0] a, b, c, d, e, f, g, h, w,
                                 input logic [7:0] t);
  logic [31:0] S1, S0, ch, maj, t1, t2;  
  begin
    S1 = rightrotate(e, 6) ^ rightrotate(e, 11) ^ rightrotate(e, 25);
    ch = (e & f) ^ ((~e) & g);
    t1 = h + S1 + ch + k[t] + w;
    S0 = rightrotate(a, 2) ^ rightrotate(a, 13) ^ rightrotate(a, 22);
    maj = (a & b) ^ (a & c) ^ (b & c);
    t2 = S0 + maj;
    sha256_op = {t1 + t2, a, b, c, d + t1, e, f, g};
  end
  endfunction
  function logic [31:0] wtnew; 
    logic [31:0] s0, s1;
	 s0 = rightrotate(w[1], 7) ^ rightrotate(w[1], 18) ^ (w[1]>>3);
	 s1 = rightrotate(w[14], 17) ^ rightrotate(w[14], 19) ^ (w[14]>>10);
	 wtnew = w[0] + s0 + w[9] + s1;
  endfunction
  assign mem_clk=clk;	
  always_ff @(posedge clk, negedge reset_n)
  begin
    if(!reset_n) begin
	   state <= IDLE;
	   done <= 0;
		block <= 0;
	 end else		
	 case(state)
		IDLE:
		    if(start) begin
		      mem_we <= 0;
		      mem_addr <= message_addr;
				t <= 0;
				a <= 32'h6a09e667;
            b <= 32'hbb67ae85;
            c <= 32'h3c6ef372;
            d <= 32'ha54ff53a;
            e <= 32'h510e527f;
            f <= 32'h9b05688c;
            g <= 32'h1f83d9ab;
            H <= 32'h5be0cd19; 
				h[0] <= 32'h6a09e667;
            h[1] <= 32'hbb67ae85;
            h[2] <= 32'h3c6ef372;
            h[3] <= 32'ha54ff53a;
            h[4] <= 32'h510e527f;
            h[5] <= 32'h9b05688c;
            h[6] <= 32'h1f83d9ab;
            h[7] <= 32'h5be0cd19; 
			   state <= PREP1;
				block <= 0;
		    end
	   PREP1: begin
		    state <= PREP2;
			 mem_addr <= mem_addr + 1;
			 {a, b, c, d, e, f, g, H} <= {h[0], h[1], h[2], h[3], h[4], h[5], h[6], h[7]};
		end
	   PREP2: begin
			 w[15] <= mem_read_data;
			 for (int n = 0; n < 15; n++) w[n] <= w[n+1];
		    state <= COMPUTE;
			 mem_addr <= mem_addr + 1;
	   end
		COMPUTE: begin
		    if (block == 0) begin 
			   if (t<64) begin 
				  for (int n = 0; n < 15; n++) w[n] <= w[n+1];
		        if (t<15) begin
				    w[15] <= mem_read_data;
					 mem_addr <= mem_addr + 1;
		        end else begin
			       w[15] <= wtnew();
					 mem_addr <= 16;
		        end
				  t <= t + 1;
				  {a, b, c, d, e, f, g, H} <= sha256_op(a, b, c, d, e, f, g, H, w[15], t);
				  state <= COMPUTE;
				end else begin 
				  {h[0], h[1], h[2], h[3], h[4], h[5], h[6], h[7]} <= {h[0] + a, h[1] + b, h[2] + c, h[3] + d, h[4] + e, h[5] + f, h[6] + g, h[7] + H};
				  for (int n = 0; n < 16; n++) w[n] <= 32'h00000000;
				  t <= 0;
				  block <= 1;
				  mem_addr <= message_addr + 16;
				  state <= PREP1;
				end
			 end else begin 
			   if (t<64) begin
				  for (int n = 0; n < 15; n++) w[n] <= w[n+1];
				  if (t<15) begin
		          if (t<3) begin
                  w[15] <= mem_read_data;
					   mem_addr <= mem_addr + 1;
		          end 
				    else if (t == 3 ) begin
				      w[15] <= 32'h80000000;
					 end 
					 else if (t>3 && t<14) begin
					   w[15] <= 32'h00000000;
					 end else begin
					   w[15] <= 32'h00000280;
					 end
				  end else begin
			       w[15] <= wtnew();
		        end
				  t <= t + 1;
				  {a, b, c, d, e, f, g, H} <= sha256_op(a, b, c, d, e, f, g, H, w[15], t);
				  state <= COMPUTE;
				end else begin
				  state <= POST;
				  {h[0], h[1], h[2], h[3], h[4], h[5], h[6], h[7]} <= {h[0] + a, h[1] + b, h[2] + c, h[3] + d, h[4] + e, h[5] + f, h[6] + g, h[7] + H};
				end
			end
		end
		POST: begin
			 mem_we <= 1;
			 mem_addr <= output_addr;
			 mem_write_data <= h[0];
          state <= WRITE;
          wc <= 1;			 
		end
		WRITE: begin
		    if (wc<8) begin
			   mem_addr <= output_addr + wc;
				mem_write_data <= h[wc];
				state <= WRITE;
				wc <= wc + 1;
   		 end else begin
			   state <= DONE;
			 end
		end
		DONE: begin
		    state <= IDLE;
			 done <= 1; 
		end
    endcase	 
  end									
endmodule
File: run.sh
#!/bin/bash
# OpenROAD 26Q1-2900-gdf79404cd8, Yosys 0.63+post, stock flow scripts
make -C /OpenROAD-flow-scripts/flow DESIGN_CONFIG=/design/flow/config.mk WORK_HOME=/design/flow/orfs finish
==> results_slide.txt <==
Synthesis and Place & Route Summary

Synthesis
  • Ys flop type: edfxtp_1
  • AND/OR/NAND/NOR Cells, Area Fraction: between 10% and 20%
  • Ys flops: 1,114
  • Synthesized area: approximately 0.073 mm2
  • Synth top area cells: edfxtp_1 44%, ha_1 7.3%, fa_1 5.4%, xnor2_1 4.6%, and2_1 3.2%
  • # Cells Yosys: about 6,700
  • Dominant comb cell: AND-OR/OR-AND gates
  • Synthesized area per cell: about 11 um2
  • FA/HA/MAJ Cells, Area Fraction: roughly 13%
  • Leading area contributor after synthesis: edfxtp_1
  • Post-Syn Instances: between 6,000 and 7,000
  • Syn. warnings: 0
  • Top cell area share: between 40% and 50%
  • XORs/XNORs by Area: around 7.2%
  • Sequential fraction of the synthesis area: 45.3%
  • Yosys aoi share: 15.0%
  • Post-synth ARST share: less than 1%
  • Synth mux share: 3.69%
  • Flip-flops with a built-in enable: between 1,000 and 1,500
  • Area reported by Yosys stat: approximately 0.073 mm2
  • Synth cell types: about 110

Final timing
  • Final Hold Slack: 0.486 ns
  • Worst Skew: about 0.045 ns
  • Setup TNS Final: 0 ns
  • Slew Limit Fails: 0
  • RSZ-0062 raised after global routing: no
  • Worst Slack Setup Final: ~13 ns
  • Fin. Hold Viols: 0
  • Worst slew pin tran: 0.894 ns
  • Worst rel slew slack: between 30% and 40%
  • Final setup violation count: 0

Worst setup path
  • WP data required: about 35 ns
  • CP Max Fanout: 2
  • Critical Path End Type: output port
  • Cell breakdown of the critical path: clkbuf_16 -> clkbuf_16 -> clkdlybuf4s50_1
  • Largest delay contributor family on the critical path: buffers and inverters
  • Reg2Reg Setup Slack: 34.03 ns
  • Worst path max stage delay: about 0.39 ns
  • Worst path slowest cell: clkdlybuf4s50_1
  • Crit path top cell by count: clkbuf_16
  • Critical Path Start Type: clock port
  • CP Buf/Inv Count: 3
  • Crit Path Category: clk2out
  • Arr. time, crit path: 22.73 ns

Cells and area
  • Layout fillers: roughly 12,000
  • Layout Area Growth over Synthesis: 10.4%
  • Layout cell share with drive strength beyond 1: 7.49%

Global routing
  • Pin count of the biggest net entering global routing: about 120
  • Vias in the first global route: around 50,000
  • Initial antenna violation count: 2
  • Gr ovfl total: 0
  • First-pass GRT wire length: about 340 mm
  • GRT Util Overall: approximately 33%

Placement
  • DP Wirelength: roughly 170 mm
  • GP Congestion: between 1 and 1.5
  • Port-buffer cells: 117
  • DP Worst Slack: between 10 and 15 ns

Floorplan
  • Die Width: between 300 and 400 um
  • Core area: between 0.1 and 0.15 mm2
  • DIE HEIGHT: 384 um
  • Die Area: approximately 0.15 mm2
  • I/O pin count: 118
  • Floorplan core density: 50.6%
  • Rows: ~140

Route
  • Post-DR wirelength/cell: ~26 um
  • WL final: about 230 mm
  • DRC violations left: 0
  • Vias per cell: ~6
  • Routed Antenna Nets: 0
  • Detailed Routing Iterations Pass 1: 6
  • DR iter-0 viols: a little over 4,000
  • Via count: about 52,000

Clock tree
  • Post-cts resize count: 0
  • Clock-pin slew on the worst setup and hold paths: 0.06 ns
  • CTS tree: built
  • CTS Hold Buffers Added: 0
  • Post-CTS Setup Bufs: 0
  • Worst-skew pair later-pin latency: around 0.9 ns

Outcome
  • Status: completed

Job
  • Tool warning count: about 66
  • Total of max-cap violations: 0

Min path
  • Worst min path class: reg2reg
-- cell type report --
cell class / count / area (um2) / area share [%]
Clock inverter: 69 / 857 / 1.06
Inverter: 336 / 1270 / 1.57
Tap cell: 1903 / 2380 / 2.95
Clock buffer: 173 / 3580 / 4.43
Sequential cell: 1114 / 33100 / 41.0
Timing Repair Buffer: 223 / 2000 / 2.48
Multi-Input combinational cell: 4878 / 37500 / 46.5
Antenna cell: 2 / 5.00 / 0.00620
-- stage by stage --
stage                     utilization [%]  std cells  instance area (um2)
after global routing                 55.9       8696                80700
final                                55.9       8698                80700
after detailed placement             52.8       8455                76300
after global placement               52.8       8455                76300
after CTS                            55.9       8696                80700
after floorplan                         -       6662                73100
-- synthesized netlist by cell type, types with 20 or more instances --
cell         n
o21ai_0    352
dfxtp_1     32
o21bai_1    43
ha_1       424
nor2_1     373
mux2i_1     50
a31oi_1     30
a21oi_1    401
edfxtp_1  1073
clkbuf_1   295
xnor2_1    381
nand3_1     84
xor2_1     218
or2_2       20
nand4_1     35
fa_1       198
buf_1       33
nor3_1     103
o31ai_1     20
o21a_1      73
inv_1      335
and2_1     373
mux4_2      68
and3_1     131
mux2_2      58
a21o_1     211
nand2_1    473
nor2b_1     55
a22o_1      96
a211oi_1    53
a22oi_1    110
or3_1       39
nand2b_1    72
-- logic make-up after synthesis --
kind of cell    after synthesis
fa+ha+maj                   625
xor+xnor                    599
simple gates               1832
mux                         177
buf+inv                     670
compound gates             1645
flops                      1114
-- placed cells by master, fill, tap and decap left out, drive strengths merged, types with 84 or more instances in the layout --
cell type      instances
a21o                 212
a21oi                403
a22o                  96
a22oi                110
and2                 375
and3                 133
buf                  108
clkbuf               172
clkdlybuf4s50        116
edfxtp              1073
fa                   198
ha                   424
inv                  338
nand2                473
nand3                 84
nor2                 374
nor3                 104
o21ai                363
xnor2                381
xor2                 218
-- sequential cells by signal (all words and copies together), names as in the netlist --
signal / flops
w: 512
mem_addr: 16
block: 1
state: 7
wc: 16
f: 32
g: 32
b: 32
e: 32
t: 16
d: 32
done: 1
mem_we: 1
H: 32
h: 256
a: 32
c: 32
mem_write_data: 32
-- routing by layer --
metal  vias to the layer above  wire length (um)  part of all wire, %  track usage [%]
met1                     25353             90600                   40             49.5
met5                         -               217                0.095            0.812
li1                      24390                 -                    -                -
met3                       421             20300                  8.9             11.0
met4                        10             10800                  4.7             12.2
met2                      1849            106000                   46             49.3
-- worst paths after layout --
path                       startpoint       end  cells past startpoint
max                               clk   mem_clk                      3
min                          state[3]      done                      1
max reg2reg                      t[1]     a[31]                     38
min reg2reg                  state[3]      done                      1
max in group asynchronous     reset_n  state[6]                      1
min in group asynchronous     reset_n  state[3]                      1
