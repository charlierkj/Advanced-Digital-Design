[flow/run.sh]
#!/bin/bash
# OpenROAD 26Q1-2900-gdf79404cd8, Yosys 0.63+post, stock flow scripts
make -C /OpenROAD-flow-scripts/flow DESIGN_CONFIG=/design/flow/config.mk WORK_HOME=/design/flow/orfs finish
[flow/config.mk]
export PLATFORM = sky130hd
export DESIGN_NAME = byte_rotation
export DESIGN_NICKNAME = byte_rotation
export VERILOG_FILES = /design/flow/design.v
export SDC_FILE = /design/flow/constraint.sdc
export NUM_CORES = 4
export LEC_CHECK = 1
export CORE_UTILIZATION = 40
export SYNTH_HDL_FRONTEND = slang
[flow/constraint.sdc]
current_design byte_rotation

set clk_period 6.7
set clk_io_pct 0.2

create_clock -name clk0 -period $clk_period [get_ports {clk}]

set non_clock_inputs [all_inputs -no_clocks]
set_input_delay [expr $clk_period * $clk_io_pct] -clock clk0 $non_clock_inputs
set_output_delay [expr $clk_period * $clk_io_pct] -clock clk0 [all_outputs]
[flow/design.v]
module byte_rotation (input logic clk, reset_n, start,
                      input logic [15:0] message_addr, size, output_addr,
							 output logic done, mem_clk, mem_we, 
							 output logic [15:0] mem_addr,
							 output logic [31:0] mem_write_data,
							 input logic [31:0] mem_read_data);
  enum logic [1:0] {IDLE=2'b00, READ=2'b01, WRITE=2'b10, DONE=2'b11} state;
  logic [15:0] count;
  function logic [31:0] byte_rotate (input logic [31:0] value);
      byte_rotate = {value[23:16], value[15:8], value[7:0], value[31:24]};
  endfunction
  assign mem_clk=clk;
  assign mem_write_data = byte_rotate(mem_read_data);
  always_ff @(posedge clk, negedge reset_n)
  begin
    if (!reset_n) begin
	   state <= IDLE;
	   done <= 0;
      mem_we <= 0;
	 end else
		case (state)
		  IDLE:
		    if (start) begin
			   count <= size;
            mem_we <= 0;
			   state <= READ;
			 end
		  READ:
		    if(count>0) begin
			   mem_addr <= message_addr+size-count;
            mem_we <= 0;
				state <= WRITE;
			 end else begin
			   state <= DONE;
				done <= 1;
			 end
		  WRITE: 
		    if (count>0) begin
			   mem_addr <= output_addr+size-count;
            mem_we <= 1;
				count <= count - 1;
				state <= READ;
			 end
		  DONE: 
			  state <= IDLE;
		  endcase
	end
endmodule			 
==> metrics.csv <==
stage,metric,value,unit
global_routing,track_usage,18.7,%
route,ant_nets,0,
yosys,synth_area,0.00452,mm2
yosys,syn_inst,526,
critical_path,cpMaxStageDelayCell,clkdlybuf4s50_1,
die,initCoreUtil,41.4,%
run,warning_count,26,
global_routing,grt_pass1_vias,3594,
sta,rsz0062_at_grt,no,
sta,hold_violations,0,
route,route.detailed.drc,0,
clock_network,post_cts_buffers,0,
critical_path,slowest_delay,0.38,ns
route,drt_iter0_drc,94,
die,die_w,108,um
sta,setup_viol,0,
global_routing,grt_max_degree,46,
clock_network,tritoncts,done,
route,via_per_inst,4.97,
critical_path,critPathBufInv,3,
placed_design,globalplace.congestion,0.868,
sta,slew_violations,0,
run,drv_cap,0,
die,pin_count,134,
route,met2WireLength,4.41,mm
clock_network,clkTransAtPathRegs,0.06,ns
yosys,avgSynthCellArea,8.60,um2
sta,max_slew_margin,47.1,%
die,die_area,0.0117,mm2
clock_network,ctsHoldBuffers,0,
yosys,largest_area_cell,edfxtp_1,
clock_network,ctsResizeCount,0,
yosys,synth.most_common_cell,inv_1,
route,wl_per_cell,13.6,um
yosys,yosys_register_bits,38,
yosys,common_cells,"112 x inv_1, 42 x a21oi_1, 35 x nor2_1, 33 x buf_4, 33 x ha_1",
yosys,yosys_cells,526,
global_routing,grt_pass1_wl,16.3,mm
yosys,synthArstFlopShare,15.8,%
yosys,yosysWarnings,0,
yosys,synthFlopType,edfxtp_1,
route,drt-met1-wl,4.47,mm
placed_design,io_buffers,69,
critical_path,crit_type,clock port to output port,
finish,drive_gt1_share,4.77,%
yosys,ys_seq_share,24.6,%
critical_path,worst_setup_path_start_kind,clock port,
placed_design,dpl.hpwl,7.61,mm
critical_path,cp.required,5.36,ns
min_path,hold_path_class,flop to flop,
critical_path,cp_cell_sequence,clkbuf_16 > clkbuf_16 > clkdlybuf4s50_1,
route,antennaDiodeCount,0,
status,status,completed,
pwr,p_per_area,197,mW/mm2
sta,skew,0.00921,ns
die,rows,38,
die,dieHeight,108,um
die,core,0.0109,mm2
sta,worst_slew_pin_slew,0.792,ns
yosys,synth_cell_types,52,
yosys,synth.top_cells.by_area,"edfxtp_1 21%, fa_1 13%, inv_1 9.3%, ha_1 9.1%, buf_4 5.5%",
critical_path,crit_family,buffers and inverters,
route,vias,3509,
route,drt_wl_total,9.61,mm
route,top_layer_used,met4,
yosys,synth_top_area_share,21.2,%
clock_network,clk_latency,0.40,ns
critical_path,cp_common_cell,clkbuf_16,
critical_path,crit_path_end_kind,output port,
global_routing,grt_overflow_total,0,
finish,syn2layout_area_growth,18.7,%
critical_path,cp_max_fo,2,
pwr,vdd_drop_max,0.000157,V
yosys,yosys_area,0.00452,mm2
global_routing,antenna_found_initial,0,
finish,final_util,49.1,%
pwr,cellLeakagePower,2.49,nW
yosys,edf_count,32,
route,dr.pass1.iters,4,
sta,finalSetupTns,0,ns
critical_path,worstPathArrival,3.98,ns
route,met3WireLength,592,um
## layout make-up
cell class | count | area (um2)
well taps | 140 | 175
inverters | 112 | 420
flip-flops and latches | 38 | 1110
repair buffers | 72 | 711
clock buffers | 10 | 235
fillers | 1048 | 5570
clock inverters | 2 | 10.0
multi-input cells | 332 | 2700
## flip-flops by register name, indices dropped and copies added, names as in the netlist, named ones only
signal    count
mem_addr     16
count        16
state         3
done          1
mem_we        1
## metrics by stage
stage	total power [mW]	cells	worst slack, ns	area [um2]	hold WS (ns)
6_report	1.06	706	1.38	5370	0.442
5_1_grt	1.14	706	1.37	5370	0.472
4_1_cts	1.07	706	1.37	5370	0.444
3_5_place_dp	0.718	695	1.64	5130	0.430
3_3_place_gp	0.716	695	1.64	5130	0.419
2_1_floorplan	0.597	526	1.91	4520	0.408
## layer usage
layer	GRT usage (%)	vias up
met2	29.3	96
met3	5.28	12
met4	3.28	0
li1	-	1787
met5	2.23	-
met1	26.9	1614
## path summary, 6_finish.rpt
kind / from / endpoint / slack, ns / cells past startpoint
worst max-delay path: clk / mem_clk / 1.38 / 3
worst min-delay path: state[3] / state[0] / 0.44 / 1
worst max register to register: count[1] / mem_addr[14] / 3.60 / 9
worst min register to register: state[3] / state[0] / 0.44 / 1
max in group asynchronous: reset_n / state[0] / 5.20 / 1
min in group asynchronous: reset_n / mem_we / 1.21 / 1
## logic make-up (layout without fill, tap and decap cells)
group / Yosys count / count (layout) / synth area share, %
adders and majority gates: 63 / 63 / 22.4
muxes: 8 / 8 / 1.83
DFF: 38 / 38 / 24.6
AOI/OAI and AO/OA: 114 / 114 / 15.5
and+or+nand+nor: 108 / 108 / 12.3
buffers and inverters: 156 / 196 / 15.7
xor gates and xnor gates: 39 / 39 / 7.55
## power by group
part           internal [mW]  total (mW)  switching, mW
Combinational          0.204       0.404          0.200
Sequential             0.288       0.299         0.0113
Clock                  0.245       0.356          0.111
## cells in the final DEF (no fill, tap or decap), drive strengths merged, types with 2 or more instances in the layout
master and count:
a311oi 2, nor3 6, o31ai 2, edfxtp 32, or4 2, a211o 3
nand2 26, or3 3, ha 33, and3 3, a31oi 3, nand4 2
o22ai 3, a21o 12, inv 112, mux2 2, o21bai 2, o21a 6
xnor2 25, clkbuf 9, nor2b 4, o211ai 5, nand2b 5, a21oi 42
fa 30, nand3 6, clkinv 2, clkdlybuf4s50 69, nor2 35, and2 5
o21ai 23, buf 4, xor2 14, a211oi 7, mux2i 6, nor4 6
dfrtp 5
Power is estimated from default activity; no workload was simulated.
