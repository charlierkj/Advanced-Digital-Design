[flow/design.v]
module bitcoin_hash (input logic clk, reset_n, start, 
									input logic[15:0] message_addr, output_addr,
									output logic done, mem_clk, mem_we,
									output logic [15:0] mem_addr,
									output logic [31:0] mem_write_data,
									input logic [31:0] mem_read_data);
  enum logic[2:0] {IDLE=3'b000, PREP1=3'b001, PREP2=3'b010, PREP3=3'b011, COMPUTE=3'b100, POST=3'b101, WRITE=3'b110, COMPUTE2=3'b111} state;
  logic [15:0] wc;  
  logic block;
  logic [15:0] t;
  logic [31:0] h[8];
  logic [31:0] h2[8];
  logic [31:0] w[16];
  logic [31:0] A, B, C, D, E, F, G, H;
  logic [31:0] temp;
  logic phase;
  logic [3:0] index_h2;
  parameter int k[0:63] = '{
  32'h428a2f98,32'h71374491,32'hb5c0fbcf,32'he9b5dba5,32'h3956c25b,32'h59f111f1,32'h923f82a4,32'hab1c5ed5,
  32'hd807aa98,32'h12835b01,32'h243185be,32'h550c7dc3,32'h72be5d74,32'h80deb1fe,32'h9bdc06a7,32'hc19bf174,
  32'he49b69c1,32'hefbe4786,32'h0fc19dc6,32'h240ca1cc,32'h2de92c6f,32'h4a7484aa,32'h5cb0a9dc,32'h76f988da,
  32'h983e5152,32'ha831c66d,32'hb00327c8,32'hbf597fc7,32'hc6e00bf3,32'hd5a79147,32'h06ca6351,32'h14292967,
  32'h27b70a85,32'h2e1b2138,32'h4d2c6dfc,32'h53380d13,32'h650a7354,32'h766a0abb,32'h81c2c92e,32'h92722c85,
  32'ha2bfe8a1,32'ha81a664b,32'hc24b8b70,32'hc76c51a3,32'hd192e819,32'hd6990624,32'hf40e3585,32'h106aa070, 
  32'h19a4c116,32'h1e376c08,32'h2748774c,32'h34b0bcb5,32'h391c0cb3,32'h4ed8aa4a,32'h5b9cca4f,32'h682e6ff3,
  32'h748f82ee,32'h78a5636f,32'h84c87814,32'h8cc70208,32'h90befffa,32'ha4506ceb,32'hbef9a3f7,32'hc67178f2
  };
  function logic [31:0] rightrotate(input logic [31:0] x,
                                  input logic [7:0] r);
  begin
    rightrotate = (x >> r) | (x << (32-r));
  end
  endfunction
  function logic [255:0] sha256_op(input logic [31:0] A, B, C, D, E, F, G, temp);
  logic [31:0] S1, S0, ch, maj, t1, t2;  
  begin
    S1 = rightrotate(E, 6) ^ rightrotate(E, 11) ^ rightrotate(E, 25);
    ch = (E & F) ^ ((~E) & G);
    t1 = S1 + ch + temp;
    S0 = rightrotate(A, 2) ^ rightrotate(A, 13) ^ rightrotate(A, 22);
    maj = (A & B) ^ (A & C) ^ (B & C);
    t2 = S0 + maj;
    sha256_op = {t1 + t2, A, B, C, D + t1, E, F, G};
  end
  endfunction
  function logic [31:0] wtnew; 
    logic [31:0] s0, s1;
	 s0 = rightrotate(w[1], 7) ^ rightrotate(w[1], 18) ^ (w[1]>>3);
	 s1 = rightrotate(w[14], 17) ^ rightrotate(w[14], 19) ^ (w[14]>>10);
	 wtnew = w[0] + s0 + w[9] + s1;
  endfunction
  assign mem_clk=clk;	
  always_ff @(posedge clk, negedge reset_n)
  begin
    if(!reset_n) begin
	   state <= IDLE;
	   done <= 0;
		block <= 0;
	 end else		
	 case(state)
		IDLE:
		    if(start) begin
		      mem_we <= 0;
		      mem_addr <= message_addr;
				phase <= 0;
				t <= 0;
				A <= 32'h6a09e667;
            B <= 32'hbb67ae85;
            C <= 32'h3c6ef372;
            D <= 32'ha54ff53a;
            E <= 32'h510e527f;
            F <= 32'h9b05688c;
            G <= 32'h1f83d9ab;
            H <= 32'h5be0cd19; 
				h[0] <= 32'h6a09e667;
            h[1] <= 32'hbb67ae85;
            h[2] <= 32'h3c6ef372;
            h[3] <= 32'ha54ff53a;
            h[4] <= 32'h510e527f;
            h[5] <= 32'h9b05688c;
            h[6] <= 32'h1f83d9ab;
            h[7] <= 32'h5be0cd19; 
			   state <= PREP1;
				block <= 0;
		    end
	   PREP1: begin
		    state <= PREP2;
			 if (phase == 0)
			 mem_addr <= mem_addr + 1;
			 else begin
			 index_h2 <= 0;
			 h[0] <= 32'h6a09e667;
          h[1] <= 32'hbb67ae85;
          h[2] <= 32'h3c6ef372;
          h[3] <= 32'ha54ff53a;
          h[4] <= 32'h510e527f;
          h[5] <= 32'h9b05688c;
          h[6] <= 32'h1f83d9ab;
          h[7] <= 32'h5be0cd19; 
			 end
		end
	   PREP2: begin
			 for (int n = 0; n < 15; n++) w[n] <= w[n+1];
		    state <= PREP3;
			 if (phase == 0) begin
			 w[15] <= mem_read_data;
			 mem_addr <= mem_addr + 1;
			 end else begin
			 w[15] <= h2[index_h2];
			 index_h2 <= index_h2 + 1;
			 end
			 {A, B, C, D, E, F, G, H} <= {h[0], h[1], h[2], h[3], h[4], h[5], h[6], h[7]};
	   end
		PREP3: begin
		    temp <= w[15] + k[t] + H;
			 for (int n = 0; n < 15; n++) w[n] <= w[n+1];
			 if (phase == 0) begin
			 w[15] <= mem_read_data;
			 mem_addr <= mem_addr + 1;
			 state <= COMPUTE;
			 end else begin
			 state <= COMPUTE2;
			 w[15] <= h2[index_h2];
			 index_h2 <= index_h2 + 1;
			 end
		end	 
		COMPUTE: begin
		    if (block == 0) begin 
			   if (t<64) begin 
				  for (int n = 0; n < 15; n++) w[n] <= w[n+1];
		        if (t<14) begin
				    w[15] <= mem_read_data;
					 mem_addr <= mem_addr + 1;
		        end else begin
			       w[15] <= wtnew();
					 mem_addr <= 16;
		        end
				  t <= t + 1;
				  temp <= w[15] + k[t+1] + G;
				  {A, B, C, D, E, F, G, H} <= sha256_op(A, B, C, D, E, F, G, temp);
				  state <= COMPUTE;
				end else begin 
				  {h[0], h[1], h[2], h[3], h[4], h[5], h[6], h[7]} <= {h[0] + A, h[1] + B, h[2] + C, h[3] + D, h[4] + E, h[5] + F, h[6] + G, h[7] + H};
				  for (int n = 0; n < 16; n++) w[n] <= 32'h00000000;
				  t <= 0;
				  block <= 1;
				  mem_addr <= message_addr + 16;
				  state <= PREP1;
				end
			 end else begin 
			   if (t<64) begin
				  for (int n = 0; n < 15; n++) w[n] <= w[n+1];
				  if (t<14) begin
		          if (t<1) begin
                  w[15] <= mem_read_data;
					   mem_addr <= mem_addr + 1;
		          end 
					 else if (t == 1 ) begin
					   w[15] <= 32'h00000000;
					 end
				    else if (t == 2 ) begin
				      w[15] <= 32'h80000000;
					 end 
					 else if (t>2 && t<13) begin
					   w[15] <= 32'h00000000;
					 end else begin
					   w[15] <= 32'h00000280;
					 end
				  end else begin
			       w[15] <= wtnew();
		        end
				  temp <= w[15] + k[t+1] + G;
				  t <= t + 1;
				  {A, B, C, D, E, F, G, H} <= sha256_op(A, B, C, D, E, F, G, temp);
				  state <= COMPUTE;
				end else begin
				  for (int n = 0; n < 16; n++) w[n] <= 32'h00000000;
				  t <= 0;
				  {h2[0], h2[1], h2[2], h2[3], h2[4], h2[5], h2[6], h2[7]} <= {h[0] + A, h[1] + B, h[2] + C, h[3] + D, h[4] + E, h[5] + F, h[6] + G, h[7] + H};
				  state <= PREP1;
				  phase <= 1;
			  end
			end
		end
		COMPUTE2: begin
		    if (t<64) begin
				  for (int n = 0; n < 15; n++) w[n] <= w[n+1];
				  if (t<14) begin
		          if (t<6) begin
                  w[15] <= h2[index_h2];
					   index_h2 <= index_h2 + 1;
		          end 
				    else if (t == 6 ) begin
				      w[15] <= 32'h80000000;
					 end 
					 else if (t>6 && t<13) begin
					   w[15] <= 32'h00000000;
					 end else begin
					   w[15] <= 32'h00000100;
					 end
				  end else begin
			       w[15] <= wtnew();
		        end
				  temp <= w[15] + k[t+1] + G;
				  t <= t + 1;
				  {A, B, C, D, E, F, G, H} <= sha256_op(A, B, C, D, E, F, G, temp);
				  state <= COMPUTE2;
			  end else begin
				  {h[0], h[1], h[2], h[3], h[4], h[5], h[6], h[7]} <= {h[0] + A, h[1] + B, h[2] + C, h[3] + D, h[4] + E, h[5] + F, h[6] + G, h[7] + H};
				  state <= POST;
			  end
		end		
		POST: begin
			 mem_we <= 1;
			 mem_addr <= output_addr;
			 mem_write_data <= h[0];
          state <= WRITE;
          wc <= 1;			 
		end
		WRITE: begin
		    if (wc<8) begin
			   mem_addr <= output_addr + wc;
				mem_write_data <= h[wc];
				state <= WRITE;
				wc <= wc + 1;
   		 end else begin
			   state <= IDLE;
				done <= 1;
			 end
		end
    endcase	 
  end									
endmodule
[flow/run.sh]
#!/bin/bash
# OpenROAD 26Q1-2900-gdf79404cd8, Yosys 0.63+post, stock flow scripts
make -C /OpenROAD-flow-scripts/flow DESIGN_CONFIG=/design/flow/config.mk WORK_HOME=/design/flow/orfs finish
[flow/config.mk]
export PLATFORM = sky130hd
export DESIGN_NAME = bitcoin_hash
export DESIGN_NICKNAME = bitcoin_hash
export VERILOG_FILES = /design/flow/design.v
export SDC_FILE = /design/flow/constraint.sdc
export NUM_CORES = 4
export LEC_CHECK = 1
export CORE_UTILIZATION = 50
export SYNTH_HDL_FRONTEND = slang
[flow/constraint.sdc]
current_design bitcoin_hash

set clk_period 56.9
set clk_io_pct 0.2

create_clock -name clk0 -period $clk_period [get_ports {clk}]

set non_clock_inputs [all_inputs -no_clocks]
set_input_delay [expr $clk_period * $clk_io_pct] -clock clk0 $non_clock_inputs
set_output_delay [expr $clk_period * $clk_io_pct] -clock clk0 [all_outputs]
==> reports/metrics.cfg <==
[synthesis]
ys_cells=9801
synth_flops=1407
synth-edff-count=1269
synthFlopType=edfxtp_1
synth.distinct_cells=110
synthArstFlopShare_pct=0.711
top_area_cell=edfxtp_1
yosysMostFrequentCell=edfxtp_1
yosysWarnings=0
synthCells=9801
avgSynthCellArea_um2=9.82
ys_top_cells_by_count=edfxtp_1 (1,269), nand2_1 (1,127), a21oi_1 (872)
ys_top_cells_by_area=edfxtp_1 (40%), ha_1 (6.2%), a21oi_1 (4.5%)
synth.cell_area_um2=96300
postSynthSeqShare_pct=42.5
top_cell_area_share_pct=39.6
ys_area_um2=96300

[cts]
postCtsSetupBuffers=0
cts_tree=done
cts_resized=0
cts-hold-fix-buffers=0
cts.clk_slew.worst_paths_ns=0.05
insertion_delay_ns=0.97

[global_routing]
met3_usage_pct=16.1
grt_first_pass_wirelength_um=527000
grt_max_degree=119
grt_pass1_vias=76689
gr-usage-met2_pct=59.4
overflow=0
busiest_layer=met2
grtUsageTotal_pct=40.4
antenna_found_initial=15
met1_usage_pct=52.7

[run]
warning_count=73
cap_violations=0

[final_timing]
slew_viol_final=0
tns_ns=0
relSlewSlack_pct=17.6
tightest_slew_ns=1.23
final-setup-viol-count=0
finalHoldViolCount=0
rsz0062_at_grt=no
holdWs_ns=0.448
clock_skew_ns=0.0488

[finish]
post_route_cells_drive_above_1_share_pct=7.67
flop_area_um2=40900
logic_area_um2=51300
fillers=16088
final_util_pct=55.6
area_growth_pct=10.2

[placed_design]
portBuffers=117
dpl.hpwl_um=270000
place_congestion=1.05

[power]
cell_internal_pwr_mw=2.87
p_sw_mw=2.15
p_per_area_nw_per_um2=47.4
pwr-share-clk_pct=22.2
comb_power_share_pct=50.0
peakVddDrop_v=0.0000782
seqPwrFrac_pct=27.8
sw_frac_of_total_pct=42.8
cellLeakagePower_nw=39.8
design_power_total_mw=5.02

[floorplan]
chipArea_um2=194000
rows=160
pin_count=118
die_h_um=441
die_w_um=441
core_area_um2=191000
initCoreUtil_pct=50.5

[detailed_routing]
ant_nets=0
drt_iter0_markers=6554
drt-total-wl_um=365000
drc=0
vias_per_cell=6.28
routedWlPerCell_um=29.5
firstDrtPassIters=6
num_vias=77677

[setup_path]
crit_arrival_ns=29.09
worst-path-max-fanout=2
worst_setup_path_end_kind=primary output
critical_path_class=clock port to primary output
worstSetupStartpointType=clock port
cp.required_ns=45.52

[outcome]
status=complete, no violations

[min_path]
min_path_type=flop to flop

==> routing by layer <==
layer,vias to the layer above,wire [um]
met5,-,263
met4,18,27600
met3,823,39900
met2,3820,166000
met1,37691,131000
li1,35325,-
==> sequential cells by signal, indices dropped and copies added (netlist names), 3 cells and up <==
register	count
B	32
A	32
D	32
h	256
w	512
state	8
E	32
wc	16
G	32
temp	32
F	32
mem_write_data	32
H	32
index_h2	3
mem_addr	16
t	16
h2	256
C	32
==> worst paths after layout <==
path,from,end,slack [ns],depth (start not counted)
max,clk,mem_clk,16.43,3
min,w[8][10],w[8][10],0.45,2
max reg2reg,E[6],A[31],48.24,28
min reg2reg,w[8][10],w[8][10],0.45,2
max in group asynchronous,reset_n,state[2],46.00,2
min in group asynchronous,reset_n,state[3],10.49,2
==> cells by family after synthesis <==
kind of cell	after synthesis	share of synthesized area, %
DFF	1407	42.5
adders and majority gates	684	10.4
buffers and inverters	1141	4.49
muxes	259	4.48
AOI/OAI and AO/OA	2652	17.4
and+or+nand+nor	2951	14.2
xor gates and xnor gates	707	6.43
==> worst max-delay path, stage by stage <==
cell and delay, ns:
clkbuf_16 0.12, clkbuf_16 0.13, clkdlybuf4s50_1 0.39
==> cell usage in the layout (no fill, tap or decap), types with 42 or more instances in the layout <==
| cell | Yosys | layout |
|---|---|---|
| a31oi_1 | 73 | 72 |
| a22o_1 | 72 | 72 |
| inv_1 | 544 | 543 |
| o21a_1 | 69 | 69 |
| nor3_1 | 128 | 125 |
| xor2_1 | 234 | 234 |
| clkdlybuf4s50_1 | 0 | 116 |
| and3_1 | 56 | 55 |
| a21o_1 | 233 | 233 |
| ha_1 | 480 | 477 |
| a211oi_1 | 84 | 83 |
| nor2_1 | 628 | 626 |
| edfxtp_1 | 1269 | 1269 |
| nand2_1 | 1127 | 1125 |
| nand3_1 | 345 | 343 |
| o21ai_0 | 563 | 560 |
| nor2b_1 | 134 | 134 |
| mux4_2 | 136 | 136 |
| buf_4 | 1 | 217 |
| mux2i_1 | 111 | 111 |
| clkbuf_16 | 0 | 165 |
| xnor2_1 | 473 | 467 |
| o22ai_1 | 42 | 42 |
| nand2b_1 | 53 | 53 |
| fa_1 | 200 | 200 |
| nand4_1 | 43 | 43 |
| and2_1 | 299 | 299 |
| a22oi_1 | 114 | 114 |
| o211ai_1 | 88 | 88 |
| a21oi_1 | 872 | 871 |
| o21bai_1 | 66 | 66 |
| dfxtp_1 | 128 | 128 |
==> cell type report <==
type	instances	share of cell area, %
Clock buffer	195	4.07
Inverter	547	1.94
Tap cell	2511	2.96
Multi-Input combinational cell	7253	48.3
Clock inverter	107	1.27
Antenna cell	5	0.0118
Sequential cell	1407	38.6
Timing Repair Buffer	342	2.80
==> power groups by stage <==
stage,Clock (mW),Combinational [mW],Sequential (mW)
CTS,1.13,2.48,1.40
global route,1.17,2.77,1.40
finish,1.12,2.51,1.40
==> metrics by stage <==
stage	worst slack, ns	instance area, um^2	instances
finish	16.43	106000	12367
global route	16.39	106000	12364
CTS	16.43	106000	12362
detailed placement	16.70	100000	12061
global placement	16.70	100000	12061
floorplan	16.97	96300	9801
Power and IR drop assume default switching activity.
